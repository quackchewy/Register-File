**design/flow/config.mk**
```make
export PLATFORM = sky130hd
export DESIGN_NAME = decoder5_32
export DESIGN_NICKNAME = decoder5_32
export VERILOG_FILES = /design/flow/design.v
export SDC_FILE = /design/flow/constraint.sdc
export NUM_CORES = 4
export LEC_CHECK = 1
export CORE_AREA = 10 10 70 70
export DIE_AREA = 0 0 80 80
```
**design/flow/constraint.sdc**
```tcl
current_design decoder5_32

set clk_period 1.4
set clk_io_pct 0.2

create_clock -name clk0 -period $clk_period

set non_clock_inputs [all_inputs -no_clocks]
set_input_delay [expr $clk_period * $clk_io_pct] -clock clk0 $non_clock_inputs
set_output_delay [expr $clk_period * $clk_io_pct] -clock clk0 [all_outputs]
```
**design/flow/design.v**
```verilog
`timescale 1ns/10ps
module decoder2_4 (out, in, en);
	output logic [3:0] out;
	input logic [1:0] in;
	input logic en;
	logic notIn0, notIn1;
	not #50 not0 (notIn0, in[0]);
	not #50 not1 (notIn1, in[1]);
	and #50 and0 (out[0], notIn1, notIn0, en);
	and #50 and1 (out[1], notIn1, in[0], en);
	and #50 and2 (out[2], in[1], notIn0, en);
	and #50 and3 (out[3], in[1], in[0], en);
endmodule 
module decoder2_4_testbench ();
	logic [3:0] out;
	logic [1:0] in;
	logic en;
	decoder2_4 dut (.out, .in, .en);
	initial begin
		integer i;
		for (i = 0; i < 4; i++) begin
			in = i; en = 0; #3000;
		end
		in = 0; #50;
		for (i = 0; i < 4; i++) begin
			in = i; en = 1; #3000;
		end
	end
endmodule 
`timescale 1ns/10ps
module decoder3_8 (out, in, en);
	output logic [7:0] out;
	input logic [2:0] in;
	input logic en;
	logic notIn0, notIn1, notIn2;
	not #50 not0 (notIn0, in[0]);
	not #50 not1 (notIn1, in[1]);
	not #50 not2 (notIn2, in[2]);
	and #50 and0 (out[0], notIn2, notIn1, notIn0, en); 
	and #50 and1 (out[1], notIn2, notIn1, in[0], en); 
	and #50 and2 (out[2], notIn2, in[1], notIn0, en); 
	and #50 and3 (out[3], notIn2, in[1], in[0], en); 
	and #50 and4 (out[4], in[2], notIn1, notIn0, en); 
	and #50 and5 (out[5], in[2], notIn1, in[0], en); 
	and #50 and6 (out[6], in[2], in[1], notIn0, en); 
	and #50 and7 (out[7], in[2], in[1], in[0], en); 
endmodule 
module decoder3_8_testbench ();
	logic [7:0] out;
	logic [2:0] in;
	logic en;
	decoder3_8 dut (.out, .in, .en);
	initial begin
		integer i;
		for (i = 0; i < 8; i++) begin
			in = i; en = 0; #3000;
		end
		for (i = 0; i < 8; i++) begin
			in = i; en = 1; #3000;
		end
	end
endmodule 
module decoder5_32 (out, in, regWrite);
	output logic [31:0] out;
	input logic [4:0] in;
	input logic regWrite;
	logic [3:0] select;
	decoder2_4 dec24 (.out(select[3:0]), .in(in[4:3]), .en(regWrite));
	decoder3_8 dec38_a (.out(out[7:0]), .in(in[2:0]), .en(select[0]));
	decoder3_8 dec38_b (.out(out[15:8]), .in(in[2:0]), .en(select[1]));
	decoder3_8 dec38_c (.out(out[23:16]), .in(in[2:0]), .en(select[2]));
	decoder3_8 dec38_d (.out(out[31:24]), .in(in[2:0]), .en(select[3]));
endmodule
module decoder5_32_testbench ();
	logic [31:0] out;
	logic [4:0] in;
	logic regWrite;
	decoder5_32 dut (.out, .in, .regWrite);
	initial begin
		integer i;
		for (i = 0; i < 32; i++) begin
			in = i; regWrite = 1; #3000;
		end
		in = 0; #50;
		for (i = 0; i < 32; i++) begin
			in = i; regWrite = 0; #3000;
		end		
	end
endmodule 
```
**design/flow/run.sh**
```bash
#!/bin/bash
# OpenROAD 26Q1-2900-gdf79404cd8, Yosys 0.63+post, stock flow scripts
make -C /OpenROAD-flow-scripts/flow DESIGN_CONFIG=/design/flow/config.mk WORK_HOME=/design/flow/orfs finish
```
==> GITHUB_STEP_SUMMARY <==
## PnR job results

| Metric | Value |
|---|---|
| Internal power | 83.0 µW |
| Max-slew violation count | 0 |
| Inserted Diodes | 0 |
| Slew headroom | between 80 and 90% |
| Failing checks | setup timing |
| DR iter-0 viols | 26 |
| Final-layout clock buffer total | 0 |
| Crit Path Class | in2out |
| Setup violations, final | 4 |
| Number of global-route vias before repair | just over 500 |
| Worst Hold Class | in2out |
| WP buf/inv | 3 |
| Most frequent cells in the layout | nor2_1 (23), buf_2 (20), buf_6 (14) |
| Global route overflow | 0 |
| Yosys stat area | ~230 µm² |
| Worst-Margin Slew | approximately 0.20 ns |
| Psw | about 62 µW |
| Yosys warnings | 0 |
| Seq share, synth | 0% |
| Final antenna-violating net count | 0 |
| Num rows | 21 |
| WP data arrival | around 1.3 ns |
| Die extent in x | roughly 80 µm |
| Peak supply drop | 0.0000444 V |
| Sw frac | 42.8% |
| Final hold violations | 0 |
| Worst Hold Slack | 0.901 ns |
| DRC Markers | 0 |
| Final core utilization | between 20% and 30% |
| Leakage | 0.417 nW |
| Minimum clock period | between 1.5 and 2 ns |
| Antenna violations before repair | 0 |
| DR vias/cell | around 3.5 |
| Pin count of the biggest net entering global routing | 9 |
| Maxcap violations | 0 |
| Total Die Area | 6400 µm² |
| Setup WS pre-CTS | -0.758 ns |
| Worst path cell trace | buf_6 > or4b_4 > buf_6 > nor2_1 > buf_2 |
| CP max FO | 3 |
| Mapped Cells | 47 |
| Combinational Power Share | about 100% |
| Slowest CP cell | or4b_4 |
| Reg power frac | 0% |
| RSZ-0062 raised after global routing | yes |
| Ports | 38 |
| Via count | between 500 and 600 |
| Flop count | 0 |
| CTS Hold Bufs | 0 |
| Core area | between 3000 and 4000 µm² |
| Synth Cell Area | 234 µm² |
| Delay of the slowest critical-path stage | between 0.5 and 0.6 ns |
| Clock power share | 0% |
| Final setup margin | -0.131 ns |
| Final Cycle Share | 109% |
| Fmax | 0.653 GHz |
| Status | finished with violations |
| Syn_area_per_cell | roughly 5 µm² |
| Die Y-Extent | around 80 µm |
| Most frequent CP cell | buf_6 |
| Routed wire length | about 1.8 mm |
| RD Place Congestion | about 0.7 |
| Cell Pwr Density | ~170 nW/µm² |
| First-pass GRT wire length | approximately 2.7 mm |
| CP startpoint kind | input pin |
| Top cell excl fill/tap | nor2_1 |
| DP HPWL | approximately 1.3 mm |
| CP endpoint kind | output pin |
| Fill cells | roughly 380 |
| Register area | 0 µm² |
| Input/output buffers | 38 |
| Gr usage total | under 10% |
| Synth-to-layout area growth | 256% |
| Crit path max-delay family | simple AND/OR/NAND/NOR gates |
| Layout cells sized above 1 | roughly 64% |
| First-pass iteration count of the detailed router | 3 |
| DR WL/cell | approximately 12 µm |
| Tool warnings | 34 |
| # Cells Yosys | between 40 and 50 |
| Required @ worst endpoint | roughly 1.1 ns |
| Unique cell types | 9 |
| Core Density at Floorplan | under 10% |
## final cells by class
| cell class | count | area (µm²) | share of cell area, % |
|---|---|---|---|
| Multi-Input combinational cell | 44 | 324 | 38.9 |
| Tap cell | 46 | 57.6 | 6.92 |
| Timing Repair Buffer | 59 | 450 | 54.1 |
## path summary, 6_finish.rpt
path | startpoint | cells after the start | end | slack [ns]
worst min-delay path | in[3] | 4 | out[0] | 0.90
worst max-delay path | in[1] | 5 | out[5] | -0.13
## Yosys cell counts
cell type / count / share of area (%)
nand2b_1: 2 / 5.3
nor2_1: 32 / 51
or4b_4: 1 / 5.9
clkbuf_1: 3 / 4.8
nand4b_1: 3 / 11
nand2_1: 1 / 1.6
nand4bb_1: 3 / 14
nand4_1: 1 / 2.7
or2_1: 1 / 2.7
## cell families (layout without fill, tap and decap cells)
group	count (synthesis)	in the layout	synth area share, %
buf+inv	3	59	4.81
simple gates	44	44	95.2
## timing repair
action	4_1_cts	5_1_grt
cloned	0	0
setup buffers	21	1
hold endpoints to repair	0	0
endpoints found under the setup margin	32	19
gates resized	124	13
pin swaps	40	15
## stage by stage
step / instance area [µm²] / std cells / TNS [ns] / power (mW)
after floorplan: 234 / 47 / 0 / 0.0285
after global placement: 691 / 132 / -20.08 / 0.0889
after detailed placement: 691 / 132 / -20.70 / 0.0896
after CTS: 827 / 149 / -0.506 / 0.140
after global routing: 832 / 149 / -0.500 / 0.156
final: 832 / 149 / -0.329 / 0.145
## power groups by stage
stage / Sequential [mW] / Combinational [mW] / Clock (mW)
CTS: 0 / 0.140 / 0
global route: 0 / 0.156 / 0
finish: 0 / 0.145 / 0
## per-layer routing
metal	global-route usage (%)	wire length, µm	part of all wire, %	up-vias
met3	1.48	164	8.9	0
met1	5.68	760	41	241
li1	-	-	-	266
met4	0	0	0	0
met5	0	0	0	-
met2	9.71	923	50	16
Power is estimated from default activity; no workload was simulated.
